<file path="run.sh">
#!/bin/bash
# OpenROAD 26Q1-2900-gdf79404cd8, Yosys 0.63+post, stock flow scripts
make -C /OpenROAD-flow-scripts/flow DESIGN_CONFIG=/design/flow/config.mk WORK_HOME=/design/flow/orfs finish
</file>
<file path="constraint.sdc">
current_design SUB

set clk_period 6.5
set clk_io_pct 0.2

create_clock -name clk0 -period $clk_period

set non_clock_inputs [all_inputs -no_clocks]
set_input_delay [expr $clk_period * $clk_io_pct] -clock clk0 $non_clock_inputs
set_output_delay [expr $clk_period * $clk_io_pct] -clock clk0 [all_outputs]
</file>
<file path="design.v">
module reg_file(IN,OUT1,OUT2,INADDRESS,OUT1ADDRESS,OUT2ADDRESS, WRITE, CLK, RESET,BUSYWAIT);
    input [7:0] IN;
    input BUSYWAIT;
    output [7:0] OUT1;
    output [7:0] OUT2;
    input [2:0] INADDRESS; 
    input WRITE;
    input CLK;
    input RESET;
    input [2:0] OUT1ADDRESS;
    input [2:0] OUT2ADDRESS;
    reg [7:0] REG_FILE [7:0] ; 
    integer i ;
    assign #2 OUT1 = REG_FILE[OUT1ADDRESS] ; 
    assign #2 OUT2 = REG_FILE[OUT2ADDRESS] ;
    always @ (posedge CLK & !BUSYWAIT) begin 
        if (RESET) begin 
            for (i=0;i<8;i++) 
                REG_FILE[i] <= #1 8'b0000_0000;
        end else if (WRITE) begin 
            #1 REG_FILE[INADDRESS] <=  IN;
        end
    end
    initial
    begin
    $display("\n\t\t\t=================================================");
    $display("\t\t\t Change of Register Content Starting from Time #5");
    $display("\t\t\t==================================================\n");
    $display("\t\ttime\treg0\treg1\treg2\treg3\treg4\treg5\treg6\ttreg7");
    $display("\t\t-----------------------------------------------------");
    $monitor($time, "\t%d\t%d\t%d\t%d\t%d\t%d\t%d\t%d",REG_FILE[0],REG_FILE[1],REG_FILE[2],REG_FILE[3],REG_FILE[4],REG_FILE[5],REG_FILE[6],REG_FILE[7]);
    end
endmodule
module alu(DATA1,DATA2,RESULT,SELECT,ZERO);
    input  [7:0] DATA1 ;
    input  [7:0] DATA2 ; 
    input  [2:0] SELECT ;
    output reg [7:0] RESULT; 
    output reg ZERO; 
    wire [7:0] forward_out,add_out,and_out,or_out; 
    FORWARD Forward(DATA2,forward_out); 
    ADD Add(DATA1,DATA2,add_out);
    AND And(DATA1,DATA2,and_out) ;
    OR Or(DATA1,DATA2,or_out) ;
    always @ (add_out) begin  
        if ( add_out == 0 )
            ZERO = 1 ;     
        else
            ZERO = 0 ;
    end
   always @ (SELECT,forward_out,add_out,and_out,or_out) begin 
    case (SELECT)
    3'b000 :  RESULT = forward_out; 
    3'b001 :  RESULT = add_out;
    3'b010 :  RESULT = and_out;
    3'b011 :  RESULT = or_out;
    default :  RESULT =forward_out;
    endcase
    end
endmodule
module FORWARD(DATA2,RESULT); 
    input [7:0] DATA2 ;
    output [7:0] RESULT;
    assign #1 RESULT = DATA2; 
endmodule
module ADD(DATA1,DATA2,RESULT); 
    input [7:0] DATA1 ;
    input [7:0] DATA2 ;
    output [7:0] RESULT;
    assign #2 RESULT = DATA1 + DATA2; 
endmodule
module AND(DATA1,DATA2,RESULT) ; 
    input [7:0] DATA1 ;
    input [7:0] DATA2 ;
    output [7:0] RESULT;
    assign #1 RESULT = DATA1 & DATA2; 
endmodule
module OR(DATA1,DATA2,RESULT) ; 
    input [7:0] DATA1 ;
    input [7:0] DATA2 ;
    output [7:0] RESULT;
    assign #1 RESULT = DATA1 | DATA2; 
endmodule
module SUB(DATA1,DATA2,RESULT) ; 
    input [7:0] DATA1 ;
    input [7:0] DATA2 ;
    output [7:0] RESULT;
    assign #1 RESULT = DATA1 - DATA2; 
endmodule
module control_unit(INSTRUCTION,WRITEENABLE,ALUOP,COMPLEMENT_FLAG,IMMEDIATE_FALG,BRANCH_FALG,JUMP_FALG,WRITE,READ,LOAD_WORD_FLAG,BUSYWAIT);
    input [31:0] INSTRUCTION;
    input BUSYWAIT;
    output reg WRITEENABLE;
    output reg [2:0] ALUOP;
    output reg COMPLEMENT_FLAG;
    output reg IMMEDIATE_FALG;
    output reg BRANCH_FALG;
    output reg JUMP_FALG;
    output reg WRITE;
    output reg READ;
    output reg LOAD_WORD_FLAG;
    wire [7:0] opcode;
    assign opcode = INSTRUCTION[31:24];
    always @ (INSTRUCTION) begin
        READ = 0;
        WRITE = 0;
    end
    always @ (opcode,BUSYWAIT) begin 
        case (opcode)
            8'b0000_0000 : begin 
                WRITEENABLE <= #1 1;
                COMPLEMENT_FLAG <= #1 0; 
                IMMEDIATE_FALG <=#1 1;
                BRANCH_FALG <=#1 0;
                JUMP_FALG <=#1 0;
                WRITE <=#1 0;
                READ <=#1 0;
                LOAD_WORD_FLAG <=#1 0;
                ALUOP <= #1 3'b000; 
            end
            8'b0000_0001 : begin 
                WRITEENABLE <= #1 1;
                COMPLEMENT_FLAG <= #1 0;
                IMMEDIATE_FALG <= #1 0;
                BRANCH_FALG <=#1 0;
                JUMP_FALG <=#1 0;
                WRITE <=#1 0;
                READ <=#1 0;
                LOAD_WORD_FLAG <=#1 0;
                ALUOP <= #1 3'b000; 
            end
            8'b0000_0010 : begin 
                WRITEENABLE <= #1 1;
                COMPLEMENT_FLAG <= #1 0;
                IMMEDIATE_FALG <= #1 0;
                BRANCH_FALG <=#1 0;
                JUMP_FALG <=#1 0;
                WRITE <=#1 0;
                READ <=#1 0;
                LOAD_WORD_FLAG <=#1 0;
                ALUOP <= #1 3'b001; 
            end
            8'b0000_0011 : begin 
                WRITEENABLE <= #1 1;
                COMPLEMENT_FLAG <= #1 1;
                IMMEDIATE_FALG <= #1 0;
                BRANCH_FALG <=#1 0;
                JUMP_FALG <=#1 0;
                WRITE <=#1 0;
                READ <=#1 0;
                LOAD_WORD_FLAG <=#1 0;
                ALUOP <= #1 3'b001; 
            end
            8'b0000_0100 : begin 
                WRITEENABLE <= #1 1;
                COMPLEMENT_FLAG <= #1 0;
                IMMEDIATE_FALG <= #1 0;
                BRANCH_FALG <=#1 0;
                JUMP_FALG <=#1 0;
                WRITE <=#1 0;
                READ <=#1 0;
                LOAD_WORD_FLAG <=#1 0;
                ALUOP <= #1 3'b010; 
            end
            8'b0000_0101 : begin 
                WRITEENABLE <= #1 1;
                COMPLEMENT_FLAG <= #1 0;
                IMMEDIATE_FALG <= #1 0;
                BRANCH_FALG <=#1 0;
                JUMP_FALG <=#1 0;
                WRITE <=#1 0;
                READ <=#1 0;
                LOAD_WORD_FLAG <=#1 0;
                ALUOP <= #1 3'b011; 
            end
            8'b0000_0110 : begin 
                WRITEENABLE <= #1 0;
                COMPLEMENT_FLAG <= #1 0;
                IMMEDIATE_FALG <= #1 0;
                BRANCH_FALG <=#1 0;
                JUMP_FALG <=#1 1; 
                WRITE <=#1 0;
                READ <=#1 0;
                LOAD_WORD_FLAG <=#1 0;
                ALUOP <= #1 3'b000;    
            end
            8'b0000_0111 : begin 
                WRITEENABLE <= #1 0;
                COMPLEMENT_FLAG <= #1 1;
                IMMEDIATE_FALG <= #1 0;
                BRANCH_FALG <=#1 1; 
                JUMP_FALG <=#1 0;
                WRITE <=#1 0;
                READ <=#1 0;
                LOAD_WORD_FLAG <=#1 0;
                ALUOP <= #1 3'b010; 
            end
            8'b0000_1000 : begin 
                WRITEENABLE <= #1 1; 
                COMPLEMENT_FLAG <= #1 0;
                IMMEDIATE_FALG <= #1 0;
                BRANCH_FALG <=#1 0;
                JUMP_FALG <=#1 0;
                WRITE <=#1 0;
                READ <=#1 1; 
                LOAD_WORD_FLAG <=#1 1;
                ALUOP <= #1 3'b000;
            end
            8'b0000_1001 : begin 
                WRITEENABLE <= #1 1; 
                COMPLEMENT_FLAG <= #1 0;
                IMMEDIATE_FALG <= #1 1;
                BRANCH_FALG <=#1 0;
                JUMP_FALG <=#1 0;
                WRITE <=#1 0;
                READ <=#1 1; 
                LOAD_WORD_FLAG <=#1 1;
                ALUOP <= #1 3'b000;
            end
            8'b0000_1010 : begin 
                WRITEENABLE <= #1 0;
                COMPLEMENT_FLAG <= #1 0;
                IMMEDIATE_FALG <= #1 0;
                BRANCH_FALG <=#1 0;
                JUMP_FALG <=#1 0;
                WRITE <=#1 1; 
                READ <=#1 0;
                LOAD_WORD_FLAG <=#1 0;
                ALUOP <= #1 3'b000;
            end
            8'b0000_1011 : begin 
                WRITEENABLE <= #1 0;
                COMPLEMENT_FLAG <= #1 0;
                IMMEDIATE_FALG <= #1 1;
                BRANCH_FALG <=#1 0;
                JUMP_FALG <=#1 0;
                WRITE <=#1 1; 
                READ <=#1 0;
                LOAD_WORD_FLAG <=#1 0;
                ALUOP <= #1 3'b000;
            end
            default : begin              
                WRITEENABLE <= #1 1'bz;
                COMPLEMENT_FLAG <= #1 1'bz;
                IMMEDIATE_FALG <= #1 1'bz;
                BRANCH_FALG <=#1 1'bz;
                JUMP_FALG <=#1 1'bz;
                ALUOP <= #1 3'bzzz;    
            end
        endcase          
    end
endmodule
module cpu(PC, INSTRUCTION,CLK, RESET, READ, WRITE, ADDRESS, WRITE_DATA, READ_DATA, BUSYWAIT);
    input CLK,RESET;
    output reg [31:0] PC; 
    input [31:0] INSTRUCTION;
    output WRITE; 
    output READ; 
    input BUSYWAIT; 
    output [7:0] WRITE_DATA; 
    input [7:0] READ_DATA; 
    wire WRITEENABLE;
    wire [31:0] PC_PLUS4; 
    wire [31:0] PC_NEXT_JUMP; 
    reg [31:0] PC_NEXT;
    wire [2:0] ALUOP;
    wire COMPLEMENT_FLAG; 
    wire IMMEDIATE_FALG; 
    wire BRANCH_FALG; 
    wire JUMP_FALG; 
    wire ZERO_AND_BRANCHFLAG; 
    wire ZERO; 
    wire LOAD_WORD_FLAG; 
    wire [7:0] REGOUT1; 
    wire [7:0] REGOUT2; 
    wire [7:0] COMPLEMENTED_OUT; 
    reg [7:0] COMPLEMENT_MUX_OUT; 
    reg [7:0] IMMEDIATE_MUX_OUT; 
    wire [7:0] IMMEDIATE; 
    wire [7:0] ALURESULT; 
    reg [7:0] REG_FILE_DATA_IN; 
    reg [31:0] MUX_3_OUT; 
    wire [31:0] JUMP_IMMEDIATE_FINAL; 
    wire [7:0] JUMP_IMMEDIATE_RAW; 
    output [7:0] ADDRESS; 
    wire [2:0] READREG1;
    wire [2:0] READREG2;
    wire [2:0] WRITEREG;
    assign WRITEREG = INSTRUCTION[23:16];
    assign READREG1 = INSTRUCTION[15:8];
    assign READREG2 = INSTRUCTION[7:0];
    assign IMMEDIATE = INSTRUCTION[7:0];
    assign JUMP_IMMEDIATE_RAW =INSTRUCTION[23:16];
    control_unit ctrlUnit(INSTRUCTION,WRITEENABLE,ALUOP,COMPLEMENT_FLAG,IMMEDIATE_FALG,BRANCH_FALG,JUMP_FALG,WRITE,READ,LOAD_WORD_FLAG,BUSYWAIT);
    pc_adder pcNext(PC,PC_PLUS4);
    pc_adder_jump pcJumpNext(PC_PLUS4,PC_NEXT_JUMP,JUMP_IMMEDIATE_FINAL);
    reg_file regFile(REG_FILE_DATA_IN,REGOUT1,REGOUT2,WRITEREG,READREG1,READREG2, WRITEENABLE, CLK, RESET,BUSYWAIT);
    alu ALU(REGOUT1,IMMEDIATE_MUX_OUT,ALURESULT,ALUOP,ZERO);
    twosComplement complementor(REGOUT2,COMPLEMENTED_OUT);
    assign ADDRESS = ALURESULT;
    assign WRITE_DATA = REGOUT1;
    assign ZERO_AND_BRANCHFLAG = ZERO & BRANCH_FALG;
    assign JUMP_IMMEDIATE_FINAL= {{22{JUMP_IMMEDIATE_RAW[7]}},JUMP_IMMEDIATE_RAW[7:0],2'b00};
    always @ (REGOUT2,COMPLEMENTED_OUT,COMPLEMENT_FLAG) begin 
        case (COMPLEMENT_FLAG)
            0 : COMPLEMENT_MUX_OUT <= REGOUT2; 
            1 : COMPLEMENT_MUX_OUT <= COMPLEMENTED_OUT; 
        endcase
    end
    always @ (COMPLEMENT_MUX_OUT,IMMEDIATE_FALG,IMMEDIATE) begin 
        case (IMMEDIATE_FALG)
            0 : IMMEDIATE_MUX_OUT <= COMPLEMENT_MUX_OUT; 
            1 : IMMEDIATE_MUX_OUT <= IMMEDIATE; 
        endcase
    end
    always @ (PC_NEXT_JUMP,ZERO_AND_BRANCHFLAG,PC_PLUS4) begin 
        case (ZERO_AND_BRANCHFLAG)
            0 : MUX_3_OUT <= PC_PLUS4; 
            1 : MUX_3_OUT <= PC_NEXT_JUMP; 
        endcase
    end
    always @ (MUX_3_OUT,JUMP_FALG,PC_NEXT_JUMP) begin 
        case (JUMP_FALG)
            0 : PC_NEXT <= MUX_3_OUT; 
            1 : PC_NEXT <= PC_NEXT_JUMP; 
        endcase
    end
    always @ (READ_DATA,ALURESULT,LOAD_WORD_FLAG) begin 
        case (LOAD_WORD_FLAG)
            0 : REG_FILE_DATA_IN <= ALURESULT;
            1 : REG_FILE_DATA_IN <= READ_DATA; 
        endcase
    end
    always @ (posedge CLK) begin 
        if(RESET)
            PC <= #1 32'b0;
        if(!BUSYWAIT & !RESET)
            PC <= #1 PC_NEXT;
    end
endmodule
module twosComplement(REGOUT2,COMPLEMENTED_OUT);
    input signed [7:0] REGOUT2;
    output signed [7:0] COMPLEMENTED_OUT;
    assign #1 COMPLEMENTED_OUT = - REGOUT2;
endmodule
module pc_adder(PC,PC_PLUS4);
    input [31:0] PC;
    output [31:0] PC_PLUS4;
    assign #1 PC_PLUS4 = PC + 32'b0100; 
endmodule
module pc_adder_jump(PC_PLUS4,PC_NEXT_JUMP,JUMP_IMMEDIATE_FINAL);
    input [31:0] PC_PLUS4;
    input [31:0] JUMP_IMMEDIATE_FINAL;
    output [31:0] PC_NEXT_JUMP;
    assign#2 PC_NEXT_JUMP = PC_PLUS4 + JUMP_IMMEDIATE_FINAL;
endmodule
</file>
<file path="config.mk">
export PLATFORM = sky130hd
export DESIGN_NAME = SUB
export DESIGN_NICKNAME = SUB
export VERILOG_FILES = /design/flow/design.v
export SDC_FILE = /design/flow/constraint.sdc
export NUM_CORES = 4
export LEC_CHECK = 1
export CORE_AREA = 10 10 70 70
export DIE_AREA = 0 0 80 80
</file>
==> flow_summary.ini <==
; implementation run metrics
[outcome]
status = finished, final reports clean

[die]
die_h_um = 80
fp-row-count = 21
pin_count = 24
chip_area_um2 = 6400
fp.dieW_um = 80
core_um2 = 3420
initCoreUtil_pct = 9.71

[cells_and_area]
regArea_um2 = 0
drive_gt1_share_pct = 4.48
area_delta_synth_final_pct = 89.8
clockBufferCount = 0
n_sequential_cell = 0
post-route-cell-area_um2 = 629

[detailed_routing]
firstDrtPassIters = 1
routed_wl_mm = 1.02
ant_nets = 0
wl_met2_um = 649
drt-initial-drc-count = 0
drcViolationCount = 0
vias_per_cell = 3.22
top_layer = met3
num_antenna_cells = 0
vias = 364
met1_length_um = 331
wire_per_inst_um = 9.00
routed-wl-met3_um = 37

[setup_path]
cp_max_fo = 3
cp-end-kind = output port
worstPathRequired_ns = 5.20
cp-start-kind = primary input
crit_type = primary input to output port
critPathArrivalTime_ns = 3.54

[logic_synthesis]
ys_warn_count = 6
yosys.cell_types.count = 19
syn_inst = 43
yosys_cells = 43
ys_seq_share_pct = 0
syn_area_per_cell_um2 = 7.71
yosys_area_um2 = 332
netlist_area_um2 = 332

[clock_network]
post_cts_buffers = 0
cts.repair.resized = 0
holdBufCountCts = 0

[global_route]
antenna_found_initial = 0
grt_pass1_wl_mm = 1.64
overflow = 0
grt_max_degree = 6
grt_pass1_vias = 356
grt_usage_pct = 3.03

[placed_design]
hpwl_um = 974
portBuffers = 24
placed_cell_area_um2 = 629
place.gp.congestion = 0.805

[sta]
relSlewSlack_pct = 86.4
finalClockPeriodUsage_pct = 74.5
drv_slew = 0
max_freq_mhz = 206
rsz0062_at_grt = no
tightest_slew_ns = 0.202
setup_tns_ns = 0
post-route-min-period_ns = 4.84
finalHoldViolations = 0
timing.hold.ws_ns = 3.60
setup_viol = 0

[power]
p_leak_nw = 0.277
power_density_nw_per_um2 = 89.5
vdd_drop_max_mv = 0.0128

[worst_hold_path]
hp-class = primary input to output port

[flow_run]
warnings = 32
drv_cap = 0
layer usage:
metal  vias up  GRT usage [%]
met1       163           2.85
met5         -              0
li1        198              -
met2         3           6.74
met4         0              0
met3         0          0.455
where the power goes:
group	internal, mW	switching (mW)
sequential	0	0
combinational	0.0378	0.0186
clock	0	0
cells by family after synthesis:
group / share of synthesized area (%)
adder cells (fa/ha/maj): 32.5
AND/OR/NAND/NOR: 8.31
buffers and inverters: 10.2
AND-OR/OR-AND: 33.2
XOR/XNOR: 15.8
cells in the final DEF (no fill, tap or decap):
cell type,count
nand2b_1,1
a211oi_1,1
xor2_1,1
o211ai_2,1
ha_1,7
a21o_2,1
o21bai_1,1
clkdlybuf4s50_1,24
nor2_1,2
a21o_1,3
a311o_1,1
o21ai_0,1
a21oi_2,1
xnor2_1,5
a21oi_1,3
fa_1,1
or3_1,1
or2b_1,1
inv_1,9
a31oi_1,2
Yosys cell counts (all sizes together):
cell | instances | area (µm²)
inv | 9 | 33.8
ha | 7 | 87.6
xnor2 | 5 | 43.8
a21o | 4 | 31.3
a21oi | 4 | 23.8
a31oi | 2 | 12.5
nor2 | 2 | 7.51
a211oi | 1 | 7.51
a311o | 1 | 10.0
fa | 1 | 20.0
nand2b | 1 | 6.26
o211ai | 1 | 12.5
o21ai | 1 | 5.00
o21bai | 1 | 7.51
or2b | 1 | 7.51
or3 | 1 | 6.26
xor2 | 1 | 8.76
final cells by class:
type / instances / area [µm²]
fill: 388 / 2790
inverter: 9 / 33.8
multi-input combinational: 34 / 298
tap: 46 / 57.6
timing repair buffer: 24 / 240
through the flow:
step	worst slack [ns]	cells	util, %	total power [mW]
3_5_place_dp	1.64	113	18.4	0.0578
4_1_cts	1.62	113	18.4	0.0580
6_report	1.66	113	18.4	0.0563
2_1_floorplan	2.71	43	-	0.0242
5_1_grt	1.58	113	18.4	0.0626
3_3_place_gp	1.67	113	18.4	0.0571
path summary, 6_finish.rpt:
check	startpoint	slack, ns	depth (start not counted)	end
setup / recovery	DATA2[0]	1.66	9	RESULT[6]
hold / removal	DATA1[0]	3.60	5	RESULT[0]
critical path, stage by stage:
cell and delay [ns]:
clkdlybuf4s50_1 0.46, ha_1 0.15, inv_1 0.05, fa_1 0.42
a211oi_1 0.24, o21bai_1 0.12, a21oi_1 0.18, xnor2_1 0.13
clkdlybuf4s50_1 0.49
Power and IR drop assume default switching activity.
